### design/flow/run.sh
#!/bin/bash
# OpenROAD 26Q1-2900-gdf79404cd8, Yosys 0.63+post, stock flow scripts
make -C /OpenROAD-flow-scripts/flow DESIGN_CONFIG=/design/flow/config.mk WORK_HOME=/design/flow/orfs finish
### design/flow/config.mk
export PLATFORM = sky130hd
export DESIGN_NAME = ParityGeneratorCircuit_3bit_dft
export DESIGN_NICKNAME = ParityGeneratorCircuit_3bit_dft
export VERILOG_FILES = /design/flow/design.v
export SDC_FILE = /design/flow/constraint.sdc
export NUM_CORES = 4
export LEC_CHECK = 1
export CORE_AREA = 10 10 70 70
export DIE_AREA = 0 0 80 80
### design/flow/constraint.sdc
current_design ParityGeneratorCircuit_3bit_dft

set clk_period 3.0
set clk_io_pct 0.2

create_clock -name clk0 -period $clk_period [get_ports {CLK}]

set non_clock_inputs [all_inputs -no_clocks]
set_input_delay [expr $clk_period * $clk_io_pct] -clock clk0 $non_clock_inputs
set_output_delay [expr $clk_period * $clk_io_pct] -clock clk0 [all_outputs]
### design/flow/design.v
module ParityGeneratorCircuit_3bit_dft (CLK, EVEN, ODD, PAUSE, RESET, Q, LED_7SEG,scan_in,scan_enable,scan_out);
    input CLK, EVEN, ODD, PAUSE, RESET;
    input scan_in,scan_enable;
    output reg [2:0] Q 	= 3'b000;
    output reg [6:0] LED_7SEG = 7'b1111111;
	 output scan_out;
	 reg [3:0] scan_data;
    always @(posedge CLK) begin
		if (scan_enable) begin
         scan_data <= {scan_data[2:0], scan_in};
         Q <= scan_data[2:0];  
		end
		 else begin
			 if(RESET)                     
				Q <= 3'b000; 
			 else if(PAUSE)                 
					Q <= Q;
			 else if((~ODD & ~EVEN)||(ODD & EVEN))  
					Q <= Q + 1'b1;
			 else if(Q == 3'b111)     
					Q <= 3'b000;
			 else if(Q == 3'b110)     
					Q <= 3'b000;
			 else if (ODD) begin     
					if(Q[0] == 1'b0)     
						 Q <= Q + 1'b1;
					else 
						 Q <= Q + 3'b010;
				end
			 else if (EVEN) begin     
					if(Q[0] == 1'b1)     
						 Q <= Q + 1'b1;
					else 
						 Q <= Q + 3'b010;
				end
		 end
    end
	assign scan_out = scan_data[3];
    always @(*)
    case(Q[2:0])
        3'b000:  LED_7SEG = 7'b1111110;  
        3'b001:  LED_7SEG = 7'b0110000;  
        3'b010:  LED_7SEG = 7'b1101101;  
        3'b011:  LED_7SEG = 7'b1111001;  
        3'b100:  LED_7SEG = 7'b0110011;  
        3'b101:  LED_7SEG = 7'b1011011;  
        3'b110:  LED_7SEG = 7'b1011111;  
        3'b111:  LED_7SEG = 7'b1110000;  
        default: LED_7SEG = 7'b1111111;  
    endcase
endmodule
==> flow_summary.toml <==
# generated from flow reports
[final_timing]
finalSetupViolations = 0
layout_setup_ws_ps = 488
tightest_slew_ps = 497
fmax_mhz = 398
hold_viol = 0
period_needed_ps = 2510
skew_ps = 6.75
rsz0062_at_grt = "no"
tns_ps = 0
relSlewSlack_pct = 66.9
slew_violations = 0
finalClockPeriodUsage_pct = 83.7

[final_layout]
syn_to_final_growth_pct = 46.3
final_cell_area_um2 = 791
fillers = 383
drive_gt1_share_pct = 11.3

[pwr]
finalPower_uw = 345
p_leak_nw = 0.314
ir_drop_v = 0.000135
power_density_mw_per_mm2 = 436

[placement]
pre_cts_ws_ps = 716
hpwl_mm = 1.01
place_area_um2 = 763
place.port_buffers = 17
place.gp.congestion = 0.749

[logic_synthesis]
ys_chip_area_um2 = 541
seq_area_frac_synth_pct = 38.9
synth_area_leader_cell = "edfxtp_1"
top_cell_area_share_pct = 38.9
async_reset_ff_share_pct = 0
syn_area_um2 = 541
syn_inst = 51
ys_ff = 7
synth-edff-count = 7
flop_cell = "edfxtp_1"
yosysCellCount = 51
postSynthAreaPerCell_um2 = 10.6
yosysWarningCount = 1
top_cells_by_count = "ha_1 (8), edfxtp_1 (7), a21oi_1 (4), inv_1 (4)"
synth.area.top_cells = "edfxtp_1 (39%), ha_1 (19%), a21oi_1 (3.7%)"
synth_top_cell_by_count = "ha_1"
yosys.cell_types.count = 24

[clock_tree]
post-cts-setup-buffer-count = 0
cts.sinks = 7
cts_tree = "built"
clkSlewWorstSetupHoldPaths_ps = 50
cts_hold_buffers = 0
htree_levels = 1
cts_buffers = 3
cts_resized = 0
cts_root_buf = "clkbuf_4"
cts_max_path_buffers = 2
insertion_delay_ps = 250

[floorplan]
initCoreUtil_pct = 15.8
design.core.area_mm2 = 0.00342
die_h_um = 80
io_pins = 18
die_area_mm2 = 0.00640
die_x_um = 80
row_count = 21

[global_route]
first_global_vias = 487
grt_overflow = 0
grt_max_degree = 15
grt_pass1_wl_mm = 2.08
grt.total_usage_pct = 3.79
antenna_found_initial = 0

[critical_path]
critPathRequiredTime_ps = 2400
setup.worst_path.start_class = "register"
path_max_fanout = 9
crit_type = "reg -> out"
worstPathArrival_ps = 1910
end_kind = "primary output"

[routing]
dr_total_vias = 439
viasPerCell = 3.75
routed_wl_mm = 1.19
drc = 0
diodes = 0
dr.pass1.iters = 3
drtIter0Drc = 12
wire_per_inst_um = 10.1
final_antenna_net_count = 0

[flow_run]
tool_warnings = 30
drv_cap = 0

[run_status]
run_status = "complete, no violations"

[min_path]
hold_class = "reg -> reg"
==> per-stage QoR <==
step | util, % | hold slack, ps | instances
6_report | 23.2 | 466 | 117
5_1_grt | 23.2 | 485 | 117
4_1_cts | 23.2 | 464 | 117
3_5_place_dp | 22.3 | 447 | 113
3_3_place_gp | 22.3 | 451 | 113
2_1_floorplan | - | 427 | 51
==> registers in the layout, indices dropped and copies added (netlist names) <==
register,flops
Q,3
scan_data,4
==> path summary, 6_finish.rpt <==
path | from | endpoint | slack (ps) | cells past startpoint
worst min register to register | scan_data[0] | scan_data[1] | 470 | 0
worst max register to register | Q[0] | Q[1] | 1260 | 5
worst min-delay path | scan_data[0] | scan_data[1] | 470 | 0
worst max-delay path | Q[0] | LED_7SEG[3] | 490 | 5
==> per-layer routing <==
| metal | wire length [um] | vias to the layer above | share of wire, % | track usage [%] |
|---|---|---|---|---|
| met5 | 0 | - | 0 | 0 |
| met4 | 23 | 0 | 1.9 | 0.880 |
| met3 | 58 | 2 | 4.9 | 0.795 |
| met2 | 597 | 11 | 50 | 7.06 |
| met1 | 507 | 198 | 43 | 4.25 |
| li1 | - | 228 | - | - |
==> cells by family after synthesis <==
group	synth area share, %
flip-flops	38.9
adder cells (fa/ha/maj)	18.5
buffers and inverters	3.70
multiplexers	3.70
AND/OR/NAND/NOR	13.7
AND-OR/OR-AND	18.3
XOR/XNOR	3.24
==> where the power goes <==
part / switching (mW) / leakage (nW) / internal (mW)
logic: 0.0445 / 0.224 / 0.0796
registers: 0.0192 / 0.0719 / 0.120
clock network: 0.0332 / 0.0177 / 0.0486
total: 0.0969 / 0.314 / 0.248
==> worst max-delay path: stages, from the launching register on <==
cell and delay (ps):
edfxtp_1 550, inv_1 110, ha_1 340, nand2_1 80
o21ai_0 100, clkdlybuf4s50_1 490
==> final cells by class <==
class                      instances  area, um^2  area share [%]
multi-input combinational         39         310            39.2
sequential                         7         210            26.6
timing repair buffer              17         170            21.5
tap                               46        57.6            7.28
clock buffer                       3        22.5            2.85
inverter                           4        15.0            1.90
clock inverter                     1        5.00           0.633
==> layout by cell type (no fill, tap or decap) <==
| cell | netlist | layout |
|---|---|---|
| a21oi_1 | 4 | 4 |
| o21ai_0 | 2 | 2 |
| o21ai_2 | 1 | 1 |
| and3_1 | 1 | 1 |
| inv_1 | 4 | 4 |
| a21boi_1 | 1 | 1 |
| nor2_2 | 1 | 1 |
| nand2_1 | 3 | 3 |
| mux2i_1 | 2 | 2 |
| edfxtp_1 | 7 | 7 |
| clkinv_2 | 0 | 1 |
| nor4b_1 | 2 | 2 |
| nor3_1 | 1 | 1 |
| o41ai_1 | 1 | 1 |
| ha_1 | 8 | 8 |
| xor2_1 | 1 | 1 |
| clkbuf_4 | 0 | 3 |
| clkdlybuf4s50_1 | 0 | 17 |
| nand2b_1 | 1 | 1 |
| nor2_1 | 3 | 3 |
| xnor2_1 | 1 | 1 |
| a21oi_4 | 1 | 1 |
| o31ai_1 | 1 | 1 |
| o211a_1 | 1 | 1 |
| nand3_2 | 1 | 1 |
| o21ai_1 | 2 | 2 |
Power and IR drop assume default switching activity.
