### design/flow/config.mk
export PLATFORM = sky130hd
export DESIGN_NAME = ParityGeneratorCircuit_3bit
export DESIGN_NICKNAME = ParityGeneratorCircuit_3bit
export VERILOG_FILES = /design/flow/design.v
export SDC_FILE = /design/flow/constraint.sdc
export NUM_CORES = 4
export LEC_CHECK = 1
export CORE_AREA = 10 10 70 70
export DIE_AREA = 0 0 80 80
### design/flow/run.sh
#!/bin/bash
# OpenROAD 26Q1-2900-gdf79404cd8, Yosys 0.63+post, stock flow scripts
make -C /OpenROAD-flow-scripts/flow DESIGN_CONFIG=/design/flow/config.mk WORK_HOME=/design/flow/orfs finish
### design/flow/design.v
module ParityGeneratorCircuit_3bit (CLK, EVEN, ODD, PAUSE, RESET, Q, LED_7SEG);
    input CLK, EVEN, ODD, PAUSE, RESET;
    output reg [2:0] Q 	= 3'b000;
    output reg [6:0] LED_7SEG = 7'b1111111;
    always @(posedge CLK) begin
        if(RESET)                     
            Q <= 3'b000; 
        else if(PAUSE)                 
            Q <= Q;
	    else if((~ODD & ~EVEN)||(ODD & EVEN))  
            Q <= Q + 1'b1;
	    else if(Q == 3'b111)     
            Q <= 3'b000;
        else if(Q == 3'b110)     
            Q <= 3'b000;
        else if (ODD) begin     
            if(Q[0] == 1'b0)     
                Q <= Q + 1'b1;
            else 
                Q <= Q + 3'b010;
        end
        else if (EVEN) begin     
            if(Q[0] == 1'b1)     
                Q <= Q + 1'b1;
            else 
                Q <= Q + 3'b010;
        end
    end
    always @(*)
    case(Q[2:0])
        3'b000:  LED_7SEG = 7'b1111110;  
        3'b001:  LED_7SEG = 7'b0110000;  
        3'b010:  LED_7SEG = 7'b1101101;  
        3'b011:  LED_7SEG = 7'b1111001;  
        3'b100:  LED_7SEG = 7'b0110011;  
        3'b101:  LED_7SEG = 7'b1011011;  
        3'b110:  LED_7SEG = 7'b1011111;  
        3'b111:  LED_7SEG = 7'b1110000;  
        default: LED_7SEG = 7'b1111111;  
    endcase			
endmodule
### design/flow/constraint.sdc
current_design ParityGeneratorCircuit_3bit

set clk_period 1.3
set clk_io_pct 0.2

create_clock -name clk0 -period $clk_period [get_ports {CLK}]

set non_clock_inputs [all_inputs -no_clocks]
set_input_delay [expr $clk_period * $clk_io_pct] -clock clk0 $non_clock_inputs
set_output_delay [expr $clk_period * $clk_io_pct] -clock clk0 [all_outputs]
==> qor.txt <==
Initial DRC Count = 27
Biggest register = Q
largest family of logic cells by area = adder cells
yosys cell count = 54
Chip Height = 80 um
Syn Std Cell Area = 418 um^2
Synth warnings = 1
TritonRoute pass-1 iters = 4
XOR Share, Synth = 6.29%
Worst path max stage delay = 0.54 ns
Least-Margin Pin Slew = 0.279 ns
Worst R2R Path Depth = 7
WL/cell = 11.5 um
Final Setup Violations = 12
RR Endpoint = Q[1]
Yosys reg bits = 3
yosys aoi share = 21.0%
Worst Path Max Fanout = 4
max reg flops = 3
layout cell share with drive strength beyond 1 = 77.7%
Area Overhead vs Synth = 163%
largest net degree at the start of global routing = 7
Worst Path Arrival = 1.79 ns
DP Worst Slack = -0.586 ns
H-tree levels = 1
FMAX = 0.616 GHz
placed cell areas = 779 um^2
die area = 6400 um^2
pwr/cell area = 657 nW/um^2
Final Max Slew Viols = 0
CP endpoint kind = register
failing checks = negative setup slack
initial antenna violation count = 0
Startpoint Class = register
Unique cell types = 23
Worst-path clk slew = 0.04 ns
Seq share, synth = 14.4%
Worst EP required = 1.47 ns
Tot GR Track Use = 5.00%
R2R Setup Slk = -0.32 ns
busiest layer in global routing = met2
port bufs = 14
Via density = 3.81
DRC Markers = 0
Synth mux share = 2.40%
RSZ-0062 raised after global routing = true
post-synthesis average cell area = 7.74 um^2
diodes inserted = 0
row cnt = 21
Synth Area in Adders = 26.9%
final hold violations = 0
I/O pin cnt = 15
largest registers = Q x3
CP Cell Sequence = inv_4 > buf_6 > ha_4 > o21ai_4 > nor2_2 > or4_4 > a21oi_2
remaining global-route overflow = 0
CTS Buffer Depth = 2
highest-delay cell along the critical path = or4_4
setup ws final = -0.325 ns
met1 Use GR = 6.97%
CTS tree = yes
Hold EP = Q[2]
RD Place Congestion = 0.870
Clk Latency, worst-skew pair = 0.24 ns
CTS root buf = clkbuf_4
Syn Inst Count = 54
Num Clock Sinks = 3
starting density of the core = 12.2%
final WL = 1710 um
crit share post-route = 125%
reg2reg start = Q[0]
max cap viols = 0
Hold Crit Class = register to register
Final min period = 1.62 ns
global routing usage on met3 = 1.02%
Tool Warnings = 35
status = finished with violations
leakage power figure = 0.000452 uW
Hold Path Origin = Q[2]
Num CTS Buffers = 3
GRT met2 Usage = 7.46%
area of the core = 3420 um^2
post-layout instance area = 1100 um^2
cts hold-fix bufs = 0
vias = 567
total power = 724 uW
dominant logic cell type in the layout = buf_4
worst vdd ir = 0.160 mV
yosys synthesis chip area = 418 um^2
Die Wd = 80 um
hold depth = 3
vias in the first global route = 583
global-route wire length before repair = 2670 um
clock skew = 0.00102 ns
post-route ant nets = 0
AND/OR/NAND/NOR Cells, Area Fraction = 18.3%
worst setup path class = register to register
dominant logic cell types in the final layout = buf_4 (19), buf_6 (13), buf_2 (7), ha_4 (6), a21oi_2 (4)
Max-Slew Margin vs Limit = 81.2%
post-DP HPWL = 1090 um
[how the worst max path moves through the flow]
stage / start / endpoint / depth (start not counted)
finish: Q[0] / Q[1] / 7
global route: Q[0] / Q[1] / 7
CTS: Q[0] / Q[1] / 7
[critical path, delay by kind of cell (launching register included)]
kind	cells	cell delay (ns)
AND-OR/OR-AND	2	0.29
adder cells (fa/ha/maj)	1	0.16
buffers and inverters	2	0.16
flip-flops	1	0.36
AND/OR/NAND/NOR	2	0.59
[cell type report]
type / count / area, um^2
fillers: 338 / 2310
multi-input cells: 41 / 495
repair buffers: 47 / 418
flip-flops and latches: 3 / 68.8
well taps: 46 / 57.6
inverters: 8 / 35.0
clock buffers: 4 / 26.3
[kinds of logic after synthesis]
family,after synthesis
flip-flops,3
XOR/XNOR,3
adder cells (fa/ha/maj),9
AND/OR/NAND/NOR,15
multiplexers,1
buffers and inverters,10
AND-OR/OR-AND,13
[power by group]
part / total [uW] / internal [uW] / switching (uW)
registers: 112 / 101 / 11.4
clock network: 169 / 115 / 54.1
logic: 442 / 264 / 178
total: 724 / 480 / 243
[stage by stage]
stage | std cells | utilization, % | hold slack (ns) | setup TNS, ns
3_3_place_gp | 129 | 22.8 | 0.643 | -3.56
3_5_place_dp | 129 | 22.8 | 0.646 | -3.61
2_1_floorplan | 54 | - | 0.319 | -0.246
5_1_grt | 149 | 32.2 | 0.729 | -3.02
4_1_cts | 148 | 29.9 | 0.680 | -2.28
6_report | 149 | 32.2 | 0.690 | -2.30
[metal layers]
metal | share of wire, % | vias to the layer above | wire [um]
met5 | 0 | - | 0
met4 | 2.2 | 0 | 38
met3 | 4.8 | 4 | 82
met2 | 44 | 17 | 756
met1 | 49 | 263 | 831
li1 | - | 283 | -
[what timing repair did]
action / 4_1_cts / 5_1_grt
setup endpoints to repair: 13 / 12
setup buffers: 15 / 2
pin swaps: 11 / 5
gates resized: 65 / 14
[synth_stat cells (all sizes together)]
library cell,number,area [um^2]
dfxtp,3,60.1
a21oi,5,25.0
or3,1,7.51
ha,9,113
nor2,3,11.3
and2b,1,7.51
clkbuf,1,3.75
o21ai,4,31.3
nand3,1,5.00
a311oi,1,8.76
a31oi,1,6.26
a211oi,1,7.51
xor2,1,8.76
mux2i,1,10.0
nand2b,1,6.26
xnor2,2,17.5
nor4,2,12.5
or4,1,7.51
nand2,5,18.8
buf,1,11.3
inv,8,30.0
a31o,1,8.76
Power and IR drop assume default switching activity.
